File: flow/run.sh
#!/bin/bash
# OpenROAD 26Q1-2900-gdf79404cd8, Yosys 0.63+post, stock flow scripts
make -C /OpenROAD-flow-scripts/flow DESIGN_CONFIG=/design/flow/config.mk WORK_HOME=/design/flow/orfs finish
File: flow/config.mk
export PLATFORM = sky130hd
export DESIGN_NAME = Cordic
export DESIGN_NICKNAME = Cordic
export VERILOG_FILES = /design/flow/design.v
export SDC_FILE = /design/flow/constraint.sdc
export NUM_CORES = 4
export LEC_CHECK = 1
export CORE_UTILIZATION = 30
File: flow/design.v
module AtanROM #(parameter DW = 16 , AW = 4)(
	input         [(AW-1):0] address,
	output signed [DW-1:0]   AtanValue);
	reg           [DW-1:0]   romAtan[0:2**AW-1];
	initial begin
		romAtan[0]  	= 16'h3244;
		romAtan[1]  	= 16'h1dac;
		romAtan[2]  	= 16'h0fae;
		romAtan[3]  	= 16'h07f5;
		romAtan[4]  	= 16'h03ff;
		romAtan[5]  	= 16'h0200;
		romAtan[6]  	= 16'h0100;
		romAtan[7]  	= 16'h0080;
		romAtan[8]  	= 16'h0040;
		romAtan[9]  	= 16'h0020;
		romAtan[10] 	= 16'h0010;
		romAtan[11] 	= 16'h0008;
		romAtan[12] 	= 16'h0004;
		romAtan[13] 	= 16'h0002;
		romAtan[14] 	= 16'h0001;
		romAtan[15] 	= 16'h0001;
	end		
	assign AtanValue 	= romAtan[address];  
endmodule
module Cordic #(parameter DW=16, AW=4)(
	input                  clk, rst, en,
	output                 done,
	input  signed [DW-1:0] z,
	output signed [DW-1:0] x,y);
	reg signed 	[19:0] 	 x_present, x_next;
	reg signed 	[19:0] 	 y_present, y_next;
	reg signed 	[19:0] 	 z_present, z_next;
	reg 		[1:0] 	 state, state_next; 
	reg 		[AW-1:0] n, n_next;
	reg                  done_int, done_delay;	
	localparam IDLE 	 = 1'b0;
	localparam ITERATION = 1'b1;
	wire        [DW-1:0] AtanValue;
	AtanROM #(.DW(DW),.AW(AW)) UUT (.address(n), .AtanValue(AtanValue));
	always @ (posedge clk, posedge rst) 
	begin
		if (rst)
		begin
			state 		<= 	IDLE;
			n 	  	    <= 	0;
			x_present 	<= 	0;
			y_present 	<= 	0;
			z_present 	<= 	0;
			done_delay 	<=	1;
		end
		else
		begin
			state 		<= 	state_next;
			n 	  	    <= 	n_next;
			x_present 	<= 	x_next;
			y_present 	<= 	y_next;
			z_present 	<= 	z_next;
			done_delay 	<= 	done_int;
		end	
	end
	always @ (*)
	begin
		n_next 			        = n;
		done_int 		        = 1'b0;
		case (state)
			IDLE:
			begin
				n_next 			= 0;
				done_int		= 1'b1;
				x_next 			= 16'h26dd;
				y_next 			= 0;
				z_next 			= z;	
				if (en) 
				begin
					state_next 	= ITERATION;
				end
				else 
				begin
					state_next 	= IDLE;
				end			
			end
			ITERATION:
			begin
				if (z_present[DW-1] == 1'b0) 
				begin
					x_next 		= x_present - (y_present >>> n);
					y_next 		= y_present + (x_present >>> n);
					z_next 		= z_present - AtanValue;
				end
				else
				begin
					x_next 		= x_present + (y_present >>> n);
					y_next 		= y_present - (x_present >>> n);
					z_next 		= z_present + AtanValue;
				end
				if (n == (DW-2)) 
				begin
					state_next 	= IDLE;
				end
				else 
				begin
					n_next 		= n + 1'b1;
					state_next 	= ITERATION;
				end				
			end		
		endcase
	end
	assign done 	           = done_int & (~done_delay);   
	assign x 	               = done ? x_present : 0;
	assign y 	               = done ? y_present : 0;
endmodule
File: flow/constraint.sdc
current_design Cordic

set clk_period 9.3
set clk_io_pct 0.2

create_clock -name clk0 -period $clk_period [get_ports {clk}]

set non_clock_inputs [all_inputs -no_clocks]
set_input_delay [expr $clk_period * $clk_io_pct] -clock clk0 $non_clock_inputs
set_output_delay [expr $clk_period * $clk_io_pct] -clock clk0 [all_outputs]
==> run summary <==
Notes on the flow outputs.

- The clock sink count is 62.
- The clock-pin slew of the registers on the worst-case setup and hold paths is 0.05 ns.
- The pre-CTS setup check shows a worst slack of 3.30 ns.
- In this run, synthesis inferred 0 flip-flops with an integrated enable.
- For reference, the critical path cell chain is buf_4, mux4_2, nand2_1, nand2_1, a222oi_1, ha_1, a21o_1, ha_1, a211o_1, a2111oi_0, nor3b_1, nor3_1, o31ai_1, and3_2, or3_2, mux2i_1.
- The number of instances in the synthesized netlist reads 949.
- The final design area excluding fillers is 0.00941 mm^2.
- The required time of the critical path reads 9.56 ns.
- Hold timing on the final database bottoms out at a slack of 0.596 ns.
- The via count of the first global-routing pass reads 6959.
- The initial antenna violation count is 0.
- The first global-routing pass estimated 37400 um of wire.
- The final RePlAce weighted congestion is 0.974.
- The setup fix buffers added after clock tree synthesis is 0.
- For this block, the initial DRC count from the detailed router was 539.
- The final core area utilization is 34.7%.
- The area inside the core boundary is 0.0271 mm^2.
- The clock arrives with 0.00811 ns of skew.
- Across the whole layout, storage elements account for 0.00156 mm^2.
- The overall chip area reads 0.0285 mm^2.
- The total CTS buffers reads 9.
- The area growth from synthesis to layout reads 12.7%.
- The start-to-end type of the worst setup path reads flip-flop to flip-flop.
- The number of hold buffers added after cts is 0.
- The total buffers and inverters traversed by the critical path is 1.
- According to the report, the first pass of detailed routing completed in 5 iterations.
- The endpoint of the worst hold path is reported as z_present[0].
- The post-detailed-route via-to-cell ratio is 5.36.
- Pins over their slew limit in the final report were tallied at 0.
- The fraction of the yosys area taken by sequential cells reads 18.6%.
- In this run, synthesis produced a sequential element count of 62.
- Looking at the critical path, the single cell with the biggest stage delay is sky130_fd_sc_hd__dfrtp_2.
- The placement report lists the number of port buffers as 51.
- The number of rows in the core area is 60.
- The maximum clock frequency is 0.165 GHz.
- The number of standard cells reported by yosys is 949.
- The depth of the worst register-to-register path is 16.
- The final HPWL from detailed placement reads 16800 um.
- The antenna cell count is 0.
- Before any placement, the netlist area is recorded as 0.00835 mm^2.
- The mean instance size in the synthesized netlist is 8.80 um^2.
- The placed cell area reads 0.00909 mm^2.
- The kind of cell with the highest combined delay on the critical path is AND-OR/OR-AND gates.
- The clock tree root driver cell reads sky130_fd_sc_hd__clkbuf_16.
- The transition time at the pin with the least slew margin reads 0.749 ns.
- The worst hold path cell count reads 2.
- The share of cells above drive strength 1 is 11.1%.
- The signal arrival time at the worst endpoint reads 6.32 ns.
- The predominant post-synthesis flop cell reads sky130_fd_sc_hd__dfrtp_1.
- The run finished with clean final reports.
- The maximum net fanout on the critical path is 40.
- The start point of the worst min-delay path is z_present[0].
- The fraction of post-synthesis cell area in the top cell type by area is 18.3%.
- The number of cells in the design after placement reads 1337.
- The critical register-to-register path endpoint is x_present[19].
- The effective utilization at floorplan reads 30.8%.
- Setup repair after global routing left no endpoint under its margin.
- After layout, the worst path uses 65.1% of the clock period.
- The maximum number of pins on one net before global-route repair reads 50.
- The final count of hold timing violations is 0.
- The chip width is 169 um.
- Summed over all layers, the global routing overflow is 0.
- In this run the tightest slew margin relative to its limit is 49.8%.
- The clock latency at the later pin of the worst-skew pair is 0.34 ns.
- After synthesis, the netlist uses 86 different library cells.
- The vertical extent of the die reads 169 um.
- The setup slack of the critical path after layout reads 3.25 ns.
- The count of unresolved DRC violations after routing is 0.
- The most area-hungry cell type in the Yosys netlist is sky130_fd_sc_hd__dfrtp_1.
- The number of top-level design ports is 52.
- The launch point of the worst reg-to-reg path is n[1].
- The routed via count reads 7246.
- The number of filler cells placed in the layout is 2762.
- The max-cap check violation count reads 0.
- Nets still carrying antenna violations after routing amount to 0.
- For this run, the number of Yosys warnings is 2.
- The count of endpoints failing setup in the final report reads 0.
- The setup TNS reads 0 ns.
- The post-layout minimum cycle time reads 6.05 ns.
- The min-delay analysis places its worst path in the category flip-flop to flip-flop.
- The yosys synthesis chip area reads 0.00835 mm^2.
- The post-cts resize count reads 0.
- TritonCTS built the clock tree.
- The largest stage delay on the critical path is 0.71 ns.
- Sorting the synthesized cells by area gives the leading types as sky130_fd_sc_hd__dfrtp_1 (18%), sky130_fd_sc_hd__ha_1 (10%), sky130_fd_sc_hd__mux4_2 (8.1%).
- The async set-or-reset flop fraction in the synthesized netlist is 100%.
- The slack of the worst reg-to-reg path reads 3.25 ns.
- The detail-routed net length per standard cell reads 16.9 um.
- The wire length after detailed routing reads 22900 um.
- The kind of capture point of the worst setup path reads a flip-flop.
- The final standard cell count with taps included and fillers excluded reads 1353.
- In the final layout, the multi-input gates occupy 0.00634 mm^2.
- The maximum buffer depth of the clock tree is 2.
- The deepest level of the CTS H-tree reads 3.
- The number of warning messages in the logs is 35.
- The category of the worst setup path launch point reads a flip-flop.
- The combined global-route utilization of all metal layers is 16.9%.
## state kept, by name (all words and copies together) (netlist names)
signal and count:
x_present 20, y_present 20, z_present 16, n 4, done_delay 1, state 1
## worst max-delay path by stage
| stage | from | end | slack [ns] | cells past startpoint |
|---|---|---|---|---|
| finish | n[1] | x_present[19] | 3.25 | 16 |
| global route | n[1] | x_present[19] | 2.75 | 16 |
| CTS | n[1] | x_present[19] | 3.26 | 16 |
## cell usage in the layout, fill, tap and decap left out, types with 4 or more instances in the layout
master / instances
sky130_fd_sc_hd__a21boi_0: 5
sky130_fd_sc_hd__buf_4: 13
sky130_fd_sc_hd__and2_1: 40
sky130_fd_sc_hd__and3_1: 7
sky130_fd_sc_hd__nand2b_1: 16
sky130_fd_sc_hd__a221oi_1: 4
sky130_fd_sc_hd__mux2i_1: 35
sky130_fd_sc_hd__nor3b_1: 9
sky130_fd_sc_hd__nand3_1: 17
sky130_fd_sc_hd__nand4_1: 5
sky130_fd_sc_hd__a21o_1: 20
sky130_fd_sc_hd__inv_1: 29
sky130_fd_sc_hd__clkbuf_16: 9
sky130_fd_sc_hd__o21ai_0: 42
sky130_fd_sc_hd__o21a_1: 13
sky130_fd_sc_hd__a2111oi_0: 4
sky130_fd_sc_hd__clkdlybuf4s50_1: 51
sky130_fd_sc_hd__o211ai_1: 4
sky130_fd_sc_hd__or3_1: 12
sky130_fd_sc_hd__ha_1: 69
sky130_fd_sc_hd__a211oi_1: 6
sky130_fd_sc_hd__o31ai_1: 7
sky130_fd_sc_hd__mux4_2: 30
sky130_fd_sc_hd__xnor2_1: 50
sky130_fd_sc_hd__nor2b_1: 12
sky130_fd_sc_hd__nand2_1: 66
sky130_fd_sc_hd__nor2_1: 90
sky130_fd_sc_hd__a21oi_1: 62
sky130_fd_sc_hd__a31oi_1: 14
sky130_fd_sc_hd__mux4_1: 7
sky130_fd_sc_hd__dfrtp_1: 59
sky130_fd_sc_hd__nor3_1: 32
sky130_fd_sc_hd__a22oi_1: 5
sky130_fd_sc_hd__xor2_1: 29
sky130_fd_sc_hd__mux2_2: 32
## worst register-to-register path: cells and delay by family, from the launching register on
family,cells,cell delay [ns]
compound gates,5,1.95
simple gates,6,1.33
mux,2,0.76
flops,1,0.71
fa+ha+maj,2,0.64
buf+inv,1,0.59
## final cells by class
class / instances / share of cell area (%)
multi-input combinational: 807 / 67.4
clock buffer: 12 / 2.62
sequential: 62 / 16.5
tap: 372 / 4.95
timing repair buffer: 64 / 6.46
clock inverter: 4 / 0.745
inverter: 32 / 1.28
## synthesized netlist by cell type, drive strengths merged, types with 5 or more instances
master and instances:
mux2 34, nand2 67, a21oi 62, and3 8, clkbuf 22, o21ai 43
o31ai 7, buf 26, dfrtp 61, ha 69, mux4 37, a221oi 5
nand3 17, or3 13, nor2b 12, nor3 32, a21o 20, inv 31
a21boi 5, o211ai 5, nand4 6, nor3b 9, a22oi 5, xor2 29
mux2i 35, a31oi 14, o21a 13, xnor2 50, and2 40, nand2b 16
a211oi 6, nor2 90
## cells by family after synthesis
family / synth area share [%]
adder cells (fa/ha/maj): 11.1
multiplexers: 19.1
flip-flops: 18.6
buffers and inverters: 5.43
XOR/XNOR: 8.29
AND-OR/OR-AND: 17.5
AND/OR/NAND/NOR: 20.0
## routing by layer
metal	track usage [%]	vias up	wire length [um]
li1	-	3565	-
met1	24.9	3416	10800
met2	25.9	236	10200
met3	3.90	29	1510
met4	2.96	0	463
met5	0	-	0
